==> flow/design.v <==
module LCD_1602(reset,   
                clock,
					 LCD_DATA,
					 LCD_RW,
					 LCD_EN,  
                LCD_RS,  
                LCD_ON,  
                LCD_BLON
					  ); 
input reset;   
input clock;   
output [7:0] LCD_DATA;  
output LCD_RW;    
output LCD_EN;    
output LCD_RS;    
output LCD_ON;    
output LCD_BLON;  
reg LCD_RS;  
reg [7:0] LCD_DATA;  
assign LCD_ON = 1'b1;   
assign LCD_BLON = 1'b1; 
assign LCD_RW = 1'b0;   
reg LCD_CLOCK;     
reg [21:0] count;  
always@(posedge clock or negedge reset)  
begin  
   if(!reset)   
       begin   
       count <= 22'd0;  
       LCD_CLOCK <= 1'b0;  
       end  
   else if(count == 2499999)   
       begin  
       count <= 22'd0;  
       LCD_CLOCK <= ~LCD_CLOCK;  
       end  
   else  
       count <= count + 1'b1;   
end  
assign LCD_EN = LCD_CLOCK;  
parameter     IDLE = 10'b00_0000_0000;  
parameter    CLEAR = 10'b00_0000_0001;  
parameter   RETURN = 10'b00_0000_0010;  
parameter     MODE = 10'b00_0000_0100;  
parameter  DISPLAY=10'b00_0000_1000; 
parameter   SHIFT=10'b00_0001_0000; 
parameter FUNCTION = 10'b00_0010_0000;  
parameter    CGRAM = 10'b00_0100_0000;  
parameter    DDRAM = 10'b00_1000_0000;  
parameter    WRITE = 10'b01_0000_0000;  
parameter     STOP = 10'b10_0000_0000;  
reg [9:0] state;  
reg [5:0] char_count;   
reg [7:0] data_display; 
always@(posedge LCD_CLOCK or negedge reset)  
begin  
    if(!reset)  
       LCD_RS <= 1'b0;  
    else if(state == WRITE)  
       LCD_RS <= 1'b1;  
    else  
       LCD_RS <= 1'b0;  
end  
always@(posedge LCD_CLOCK or negedge reset)  
begin  
   if(!reset)  
   begin  
       state <= IDLE;  
       LCD_DATA <= 8'bzzzz_zzzz;  
       char_count <= 6'd0;  
   end  
   else  
   begin  
      case(state)  
      IDLE:begin    
            state <= CLEAR;  
            LCD_DATA <= 8'bzzzz_zzzz;  
           end  
      CLEAR:begin    
             state <= RETURN;  
             LCD_DATA <= 8'b0000_0001;  
            end   
      RETURN:begin    
             state <= MODE;  
             LCD_DATA <= 8'b0000_0010;  
             end  
      MODE:begin    
             state <= DISPLAY;  
             LCD_DATA <= 8'b0000_0110;  
           end  
      DISPLAY:begin    
             state <= SHIFT;  
             LCD_DATA <= 8'b0000_1100;  
              end  
      SHIFT:begin    
             state <= FUNCTION;  
             LCD_DATA <= 8'b0001_0100;  
            end  
      FUNCTION:begin  
             state <= DDRAM;  
             LCD_DATA <= 8'b0011_1000;  
               end  
      DDRAM:begin  
             state <= WRITE;  
             if(char_count <= 8)  
                LCD_DATA <= 8'b1000_0000; 
             else  
                LCD_DATA <= 8'b1100_0000; 
            end  
      WRITE:begin  
             if(char_count == 8)  
                state <= DDRAM;  
             else  
                state <= WRITE;  
             if(char_count == 16)  
                state <= STOP;  
             char_count <= char_count + 1'b1;  
             LCD_DATA <= data_display;  
            end  
      STOP:begin
		state <= DDRAM;
		char_count<=6'd0;
		     end
      default:state <= IDLE;  
      endcase     
   end  
end  
always@(char_count)  
begin  
   case(char_count)  
       6'd0: data_display = "F";  
       6'd1: data_display = "r";  
       6'd2: data_display = "e";  
       6'd3: data_display = "q";  
       6'd4: data_display = "u";  
       6'd5: data_display = "e";  
       6'd6: data_display = "n";  
       6'd7: data_display = "c";  
       6'd8: data_display = "y";  
       6'd9: data_display = cntq8+'d48;  
       6'd10: data_display = cntq7+'d48;  
       6'd11: data_display = cntq6+'d48;  
       6'd12: data_display = cntq5+'d48;  
       6'd13: data_display = cntq4+'d48;  
       6'd14: data_display = cntq3+'d48;  
       6'd15: data_display = cntq2+'d48;  
       6'd16: data_display = cntq1+'d48;  
       default:data_display = 8'd32;  
   endcase  
end  
endmodule  
==> flow/run.sh <==
#!/bin/bash
# OpenROAD 26Q1-2900-gdf79404cd8, Yosys 0.63+post, stock flow scripts
make -C /OpenROAD-flow-scripts/flow DESIGN_CONFIG=/design/flow/config.mk WORK_HOME=/design/flow/orfs finish
==> flow/config.mk <==
export PLATFORM = sky130hd
export DESIGN_NAME = LCD_1602
export DESIGN_NICKNAME = LCD_1602
export VERILOG_FILES = /design/flow/design.v
export SDC_FILE = /design/flow/constraint.sdc
export NUM_CORES = 4
export LEC_CHECK = 1
export CORE_UTILIZATION = 40
==> flow/constraint.sdc <==
current_design LCD_1602

set clk_period 2.8
set clk_io_pct 0.2

create_clock -name clk0 -period $clk_period [get_ports {clock}]

set non_clock_inputs [all_inputs -no_clocks]
set_input_delay [expr $clk_period * $clk_io_pct] -clock clk0 $non_clock_inputs
set_output_delay [expr $clk_period * $clk_io_pct] -clock clk0 [all_outputs]
==> load_flow_metrics.sql <==
-- metrics for the results database
INSERT INTO impl_metrics (metric_group, metric, value, unit) VALUES
('sta', 'finalCriticalPeriod', '2.085', 'ns'),
('logic_synthesis', 'fraction_of_synthesized_area_in_multiplexers', '0.004417', ''),
('critical_path', 'data_arrival_time_of_the_worst_path', '2.28', 'ns'),
('logic_synthesis', 'synth-seq-cells', '48', ''),
('critical_path', 'required', '2.99', 'ns'),
('global_routing', 'grt_max_degree', '27', ''),
('floorplanning', 'fp.dieW', '77.27', 'um'),
('clocking', 'quantity_of_hold_fixing_buffers_added_after_cts', '0', ''),
('cells_and_area', 'final.fill_count', '523', ''),
('worst_hold_path', 'hp-class', 'in -> async', ''),
('logic_synthesis', 'synth_seq_share', '0.5306', ''),
('critical_path', 'crit_path_max_fanout', '8', ''),
('clocking', 'cts.path.max_buffers', '2', ''),
('critical_path', 'timing.critical_path.from_type', 'flop', ''),
('detailed_routing', 'first_iter_violations', '71', ''),
('detailed_routing', 'route.detailed.drc', '0', ''),
('critical_path', 'cp_slowest_cell', 'sky130_fd_sc_hd__or4_4', ''),
('pwr', 'totalPowerFinal', '549.2', 'uW'),
('logic_synthesis', 'synth.yosys.chip_area', '2266', 'um2'),
('flow_run', 'timing.max_cap.violations', '0', ''),
('sta', 'tns', '0', 'ns'),
('placed_design', 'placed_cells_incl_taps', '295', ''),
('logic_synthesis', 'yosys.cell_count.top_type', 'sky130_fd_sc_hd__dfrtp_1', ''),
('cells_and_area', 'areaGrowthSynthToFinish', '10.16', '%'),
('sta', 'unconstrained_endpoints', '33', ''),
('logic_synthesis', 'yosys_warnings', '19', ''),
('detailed_routing', 'wl_per_instance', '13.57', 'um'),
('logic_synthesis', 'synthCells', '216', ''),
('sta', 'setup_violations', '0', ''),
('critical_path', 'timing.rr.start', 'count[0]', ''),
('global_routing', 'globalRouteTotalUtil', '0.1564', ''),
('pwr', 'pwr_per_cell_area', '220.0', 'nW/um2'),
('sta', 'setup_ws', '0.7146', 'ns'),
('logic_synthesis', 'top_cells_by_count', '47 x sky130_fd_sc_hd__dfrtp_1, 21 x sky130_fd_sc_hd__nor2_1, 13 x sky130_fd_sc_hd__nand2_1', ''),
('detailed_routing', 'drt.antenna.violating_nets', '0', ''),
('clocking', 'clock_tree_from_tritoncts', 'done', ''),
('logic_synthesis', 'synth-main-ff-cell', 'sky130_fd_sc_hd__dfrtp_1', ''),
('critical_path', 'worst_path_largest_cell_delay', '0.52', 'ns'),
('logic_synthesis', 'ys_types', '48', ''),
('critical_path', 'crit_path_from', 'count[0]', ''),
('sta', 'timing.max_slew.rel_slack', '0.6327', ''),
('outcome', 'outcome', 'completed', ''),
('placed_design', 'weighted_congestion_at_the_end_of_routability_driven_global_placement', '0.8589', ''),
('logic_synthesis', 'edf_count', '0', ''),
('clocking', 'cts_setup_buffers', '0', ''),
('logic_synthesis', 'synth.yosys.num_cells', '216', ''),
('placed_design', 'dp_hpwl', '3.087', 'mm'),
('clocking', 'insertion_delay', '0.26', 'ns'),
('sta', 'rsz0062_at_grt', 'false', ''),
('sta', 'final_tally_of_hold_violations', '0', ''),
('global_routing', 'first_pass_grt_wire_length', '7.307', 'mm'),
('logic_synthesis', 'synthXorXnorAreaFrac', '0.08504', ''),
('sta', 'whs', '0.1865', 'ns'),
('critical_path', 'setup.worst_path.class', 'reg -> reg', ''),
('floorplanning', 'height_of_the_die', '77.27', 'um'),
('logic_synthesis', 'yosys-top-cells-area', 'sky130_fd_sc_hd__dfrtp_1 52%, sky130_fd_sc_hd__xor2_1 4.6%, sky130_fd_sc_hd__xnor2_1 3.9%, sky130_fd_sc_hd__nor2_1 3.5%, sky130_fd_sc_hd__ha_1 2.8%', ''),
('sta', 'post-route-period-util', '0.7448', ''),
('pwr', 'power.static_leakage', '0.001059', 'uW'),
('critical_path', 'worst_path_cell_chain', 'ha_1, and4_4, or3b_1, or4_4, a21oi_2', ''),
('placed_design', 'post-place-ws', '0.7375', 'ns'),
('logic_synthesis', 'synth-compound-area-share', '0.1077', ''),
('cells_and_area', 'final_layout_size_suffix_gt1_frac', '0.07489', ''),
('sta', 'unclocked_pins', '25', ''),
('detailed_routing', 'detail_route.wirelength', '4.056', 'mm'),
('clocking', 'clock-root-buffer', 'sky130_fd_sc_hd__clkbuf_8', ''),
('floorplanning', 'floorplan.core_util', '0.4140', ''),
('flow_run', 'openroad.warnings', '28', ''),
('logic_synthesis', 'synth_simple_gate_area_share', '0.2038', ''),
('logic_synthesis', 'yosys.area_share.adder', '0.02761', ''),
('global_routing', 'antenna_found_initial', '0', ''),
('floorplanning', 'placement_rows', '27', '');
-- flip-flops by register name (all words and copies together), names as in the netlist --
signal / count
count: 22
LCD_RS: 1
char_count: 6
LCD_CLOCK: 1
state: 10
LCD_DATA: 8
-- worst paths after layout --
path | end | slack, ns | depth (start not counted)
max | count[18] | 0.71 | 5
min | count[21] | 0.19 | 1
max in group asynchronous | count[11] | 2.02 | 2
min in group clk0 | count[15] | 0.50 | 1
min reg2reg | count[15] | 0.50 | 1
max reg2reg | count[18] | 0.71 | 5
-- metrics by stage --
stage | instance area (um2) | utilization
CTS | 2496 | 0.4561
global placement | 2451 | 0.4479
detailed placement | 2451 | 0.4479
global route | 2496 | 0.4561
floorplan | 2273 | -
finish | 2496 | 0.4561
-- final cells by class --
class | count | area [um2] | area share
repair buffers | 16 | 142.6 | 0.05714
flip-flops and latches | 48 | 1202 | 0.4817
inverters | 8 | 30.03 | 0.01203
multi-input cells | 151 | 985.9 | 0.3950
well taps | 72 | 90.09 | 0.03609
clock buffers | 4 | 45.04 | 0.01805
-- power breakdown --
part / switching (uW) / internal, uW
combinational: 13.5 / 2.33
sequential: 0 / 332
clock: 100 / 101
total: 114 / 435
-- per-layer routing --
metal / global-route usage / share of wire / wire (um) / up-vias
met5: 0 / 0 / 0 / -
met4: 0.005660 / 0.0039 / 16 / 0
met3: 0.01693 / 0.027 / 110 / 2
met2: 0.2513 / 0.47 / 1907 / 27
met1: 0.2504 / 0.50 / 2023 / 741
li1: - / - / - / 776
-- critical path, delay by kind of cell (launching register included) --
family	cells	cell delay, ns
simple gates	3	1.25
flops	1	0.41
fa+ha+maj	1	0.22
compound gates	1	0.13
-- cells by family (layout without fill, tap and decap cells) --
logic type | after synthesis | count (layout)
DFF | 48 | 48
xor gates and xnor gates | 22 | 22
muxes | 1 | 1
adders and majority gates | 5 | 5
and+or+nand+nor | 86 | 86
AOI/OAI and AO/OA | 33 | 33
other | 2 | 4
buffers and inverters | 19 | 28
-- placed cells by master (no fill, tap or decap), types with 6 or more instances in the layout --
| cell type | Yosys | routed |
|---|---|---|
| sky130_fd_sc_hd__nand2_1 | 13 | 13 |
| sky130_fd_sc_hd__nor3_1 | 9 | 9 |
| sky130_fd_sc_hd__inv_1 | 8 | 8 |
| sky130_fd_sc_hd__xnor2_1 | 10 | 10 |
| sky130_fd_sc_hd__clkdlybuf4s50_1 | 0 | 10 |
| sky130_fd_sc_hd__nand4_1 | 6 | 6 |
| sky130_fd_sc_hd__dfrtp_1 | 47 | 47 |
| sky130_fd_sc_hd__nor2_1 | 21 | 21 |
| sky130_fd_sc_hd__nand3_1 | 8 | 8 |
| sky130_fd_sc_hd__xor2_1 | 12 | 12 |
| sky130_fd_sc_hd__o21ai_0 | 7 | 7 |
No activity file was given, so power comes from the tool's default toggle rates.
